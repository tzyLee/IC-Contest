$ cat design/flow/config.mk
export PLATFORM = sky130hd
export DESIGN_NAME = LASER
export DESIGN_NICKNAME = LASER
export VERILOG_FILES = /design/flow/design.v
export SDC_FILE = /design/flow/constraint.sdc
export NUM_CORES = 4
export LEC_CHECK = 1
export CORE_UTILIZATION = 30
$ cat design/flow/constraint.sdc
current_design LASER

set clk_period 22.9
set clk_io_pct 0.2

create_clock -name clk0 -period $clk_period [get_ports {CLK}]

set non_clock_inputs [all_inputs -no_clocks]
set_input_delay [expr $clk_period * $clk_io_pct] -clock clk0 $non_clock_inputs
set_output_delay [expr $clk_period * $clk_io_pct] -clock clk0 [all_outputs]
$ cat design/flow/design.v
module LASER (
input CLK,
input RST,
input [3:0] X,
input [3:0] Y,
output reg [3:0] C1X,
output reg [3:0] C1Y,
output reg [3:0] C2X,
output reg [3:0] C2Y,
output reg DONE);
localparam N_POINTS = 40;
localparam HALF_N_POINTS = 20;
localparam INPUT = 0;
localparam CIC_A = 1;
localparam CIC_B = 2;
localparam OUTPUT = 3;
reg [2:0] state_r, state_w;
reg [3:0] x_r[0:N_POINTS-1], x_w[0:N_POINTS-1];
reg [3:0] y_r[0:N_POINTS-1], y_w[0:N_POINTS-1];
reg [3:0] cx_r, cx_w;
reg [3:0] cy_r, cy_w;
reg counter2_r, counter2_w;
reg prev_covered_r[0:HALF_N_POINTS-1], prev_covered_w[0:HALF_N_POINTS-1];
reg [4:0] prev_covered_count_r, prev_covered_count_w;
wire [5:0] nxt_covered_count;
reg [3:0] max_cx_r[0:1], max_cx_w[0:1];  
reg [3:0] max_cy_r[0:1], max_cy_w[0:1];
reg max_covered_by_r[0:1][0:N_POINTS-1], max_covered_by_w[0:1][0:N_POINTS-1];
reg [5:0] max_covered_count_r[0:1], max_covered_count_w[0:1];
integer i, j;
wire signed [4:0] diff_y;
reg covered[0:HALF_N_POINTS-1];
reg only_covered[0:HALF_N_POINTS-1];
wire new_best;
wire signed [4:0] cx_diff[1:4], cy_diff[1:4];
wire signed [4:0] cx_sum[1:4], cy_sum[1:4];
reg [3:0] last_cx_r, last_cx_w;
reg [3:0] last_cy_r, last_cy_w;
wire converge;
wire [5:0] count;
assign count = {cy_r[1:0], cx_r};
assign new_best = counter2_r == 1 && (nxt_covered_count >= (state_r == CIC_A ? max_covered_count_r[0] : max_covered_count_r[1]));
assign converge = (max_cx_r[(state_r == CIC_A ? 0 : 1)] == last_cx_r) && (max_cy_r[(state_r == CIC_A ? 0 : 1)] == last_cy_r);
reg [3:0] diffx[0:HALF_N_POINTS-1], diffy[0:HALF_N_POINTS-1];
always @(*) begin
    for (i=0; i<HALF_N_POINTS; i=i+1) begin
        diffx[i] = x_r[{i, counter2_r}] > cx_r ? x_r[{i, counter2_r}] - cx_r : cx_r - x_r[{i, counter2_r}];
        diffy[i] = y_r[{i, counter2_r}] > cy_r ? y_r[{i, counter2_r}] - cy_r : cy_r - y_r[{i, counter2_r}];
        case(diffx[i])
        0: covered[i] = (diffy[i] == 0) || (diffy[i] == 1) || (diffy[i] == 2) || (diffy[i] == 3) || (diffy[i] == 4);
        1: covered[i] = (diffy[i] == 0) || (diffy[i] == 1) || (diffy[i] == 2) || (diffy[i] == 3);
        2: covered[i] = (diffy[i] == 0) || (diffy[i] == 1) || (diffy[i] == 2) || (diffy[i] == 3);
        3: covered[i] = (diffy[i] == 0) || (diffy[i] == 1) || (diffy[i] == 2);
        4: covered[i] = (diffy[i] == 0);
        default: covered[i] = 0;
        endcase
    end
end
always @(*) begin
    for (i=0; i<HALF_N_POINTS; i=i+1) begin
        if (state_r == CIC_A) begin
            only_covered[i] = covered[i] && !max_covered_by_r[1][{i, counter2_r}];
        end
        else begin
            only_covered[i] = covered[i] && !max_covered_by_r[0][{i, counter2_r}];
        end
    end
end
always @(*) begin
    for (i=0; i<HALF_N_POINTS; i=i+1) begin
        prev_covered_w[i] = prev_covered_r[i];
    end
    if (state_r == INPUT) begin
        for (i=0; i<HALF_N_POINTS; i=i+1) begin
            prev_covered_w[i] = 0;
        end
    end
    else if (state_r == CIC_A || state_r == CIC_B) begin
        for (i=0; i<HALF_N_POINTS; i=i+1) begin
            prev_covered_w[i] = covered[i];
        end
    end
end
always @(posedge CLK) begin
    for (i=0; i<HALF_N_POINTS; i=i+1) begin
        prev_covered_r[i] <= prev_covered_w[i];
    end
end
always @(*) begin
    DONE = state_r == OUTPUT;
end
always @(*) begin
    counter2_w = counter2_r;
    if (state_r == INPUT || state_r == OUTPUT) begin
        counter2_w = 0;
    end
    else if (state_r == CIC_A || state_r == CIC_B) begin
        counter2_w = counter2_r == 1 ? 0 : 1;
    end
end
always @(posedge CLK) begin
    counter2_r <= counter2_w;
end
always @(*) begin
    prev_covered_count_w = prev_covered_count_r;
    if (state_r == INPUT) begin
        prev_covered_count_w = 0;
    end
    else if (state_r == CIC_A || state_r == CIC_B) begin
        prev_covered_count_w = counter2_r == 1 ? 0 : nxt_covered_count;
    end
end
always @(posedge CLK) begin
    prev_covered_count_r <= prev_covered_count_w;
end
assign nxt_covered_count = (prev_covered_count_r +
    (only_covered[0] + only_covered[1] + only_covered[2] + only_covered[3])) +
    ((only_covered[4] + only_covered[5] + only_covered[6] + only_covered[7]) +
    (only_covered[8] + only_covered[9] + only_covered[10] + only_covered[11]) +
    (only_covered[12] + only_covered[13] + only_covered[14] + only_covered[15]) +
    (only_covered[16] + only_covered[17] + only_covered[18] + only_covered[19]));
always @(*) begin
    C1X = max_cx_r[0];
    C1Y = max_cy_r[0];
    C2X = max_cx_r[1];
    C2Y = max_cy_r[1];
end
always @(*) begin
    last_cx_w = last_cx_r;
    last_cy_w = last_cy_r;
    if (state_r == INPUT) begin
        last_cx_w = 0;
        last_cy_w = 0;
    end
    if (state_r == CIC_A) begin
        last_cx_w = cx_r == 15 && cy_r == 15 ? max_cx_r[1] : last_cx_r;
        last_cy_w = cx_r == 15 && cy_r == 15 ? max_cy_r[1] : last_cy_r;
    end
    else if (state_r == CIC_B) begin
        last_cx_w = cx_r == 15 && cy_r == 15 ? max_cx_r[0] : last_cx_r;
        last_cy_w = cx_r == 15 && cy_r == 15 ? max_cy_r[0] : last_cy_r;
    end
end
always @(posedge CLK) begin
    last_cx_r <= last_cx_w;
    last_cy_r <= last_cy_w;
end
always @(*) begin  
    for (i=0; i<2; i=i+1) begin
        max_covered_count_w[i] = max_covered_count_r[i];
    end
    if (state_r == INPUT) begin
        for (i=0; i<2; i=i+1) begin
            max_covered_count_w[i] = 0;
        end
    end
    else if (state_r == CIC_A) begin
        max_covered_count_w[0] = new_best ? nxt_covered_count : max_covered_count_r[0];
        max_covered_count_w[1] = cx_r == 15 && cy_r == 15 ? 0 : max_covered_count_r[1];
    end
    else if (state_r == CIC_B) begin
        max_covered_count_w[1] = new_best ? nxt_covered_count : max_covered_count_r[1];
        max_covered_count_w[0] = cx_r == 15 && cy_r == 15 ? 0 : max_covered_count_r[0];
    end
end
always @(posedge CLK) begin
    for (i=0; i<2; i=i+1) begin
        max_covered_count_r[i] <= max_covered_count_w[i];
    end
end
always @(*) begin
    for (i=0; i<2; i=i+1) begin
        max_cx_w[i] = max_cx_r[i];
        max_cy_w[i] = max_cy_r[i];
        for (j=0; j<N_POINTS; j=j+1) begin
            max_covered_by_w[i][j] = max_covered_by_r[i][j];
        end
    end
    if (state_r == INPUT) begin
        for (i=0; i<2; i=i+1) begin
            max_cx_w[i] = 0;
            max_cy_w[i] = 0;
            for (j=0; j<N_POINTS; j=j+1) begin
                max_covered_by_w[i][j] = 0;
            end
        end
    end
    else if (state_r == CIC_A) begin
        max_cx_w[0] = new_best ? cx_r : max_cx_r[0];
        max_cy_w[0] = new_best ? cy_r : max_cy_r[0];
        if (new_best) begin
            for (j=0; j<HALF_N_POINTS; j=j+1) begin
                max_covered_by_w[0][{j, 1'b1}] = covered[j];
                max_covered_by_w[0][{j, 1'b0}] = prev_covered_r[j];
            end
        end
    end
    else if (state_r == CIC_B) begin
        max_cx_w[1] = new_best ? cx_r : max_cx_r[1];
        max_cy_w[1] = new_best ? cy_r : max_cy_r[1];
        if (new_best) begin
            for (j=0; j<HALF_N_POINTS; j=j+1) begin
                max_covered_by_w[1][{j, 1'b1}] = covered[j];
                max_covered_by_w[1][{j, 1'b0}] = prev_covered_r[j];
            end
        end
    end
end
always @(posedge CLK) begin
    for (i=0; i<2; i=i+1) begin
        max_cx_r[i] <= max_cx_w[i];
        max_cy_r[i] <= max_cy_w[i];
        for (j=0; j<N_POINTS; j=j+1) begin
            max_covered_by_r[i][j] <= max_covered_by_w[i][j];
        end
    end
end
always @(*) begin
    cx_w = cx_r;
    cy_w = cy_r;
    if (state_r == INPUT) begin
        if (count == N_POINTS-1) begin
            cx_w = 0;
            cy_w = 0;
        end
        else begin
            cx_w = cx_r + 1;
            cy_w = cx_r == 4'b1111 ? cy_r+1 : cy_r;
        end
    end
    else if (state_r == CIC_A || state_r == CIC_B) begin
        if (counter2_r) begin
            cx_w = (cx_r == 15 ? 1 : cx_r + 1);
            cy_w = (cx_r == 15) ? (cy_r == 15 ? 0 : cy_r + 1) : cy_r;
        end
    end
    else if (state_r == OUTPUT) begin
        cx_w = 0;
        cy_w = 0;
    end
end
always @(posedge CLK) begin
    if (RST) begin
        cx_r <= 0;
        cy_r <= 0;
    end
    else begin
        cx_r <= cx_w;
        cy_r <= cy_w;
    end
end
always @(*) begin
    for (i=0; i<N_POINTS; i=i+1) begin
        x_w[i] = x_r[i];
        y_w[i] = y_r[i];
    end
    if (state_r == INPUT) begin
        x_w[count] = X;
        y_w[count] = Y;
    end
end
always @(posedge CLK) begin
    for (i=0; i<N_POINTS; i=i+1) begin
        x_r[i] <= x_w[i];
        y_r[i] <= y_w[i];
    end
end
always @(*) begin
    case (state_r)
    INPUT:
        state_w = count == N_POINTS-1 ? CIC_A : INPUT;
    CIC_A:
        state_w = cx_r == 15 && cy_r == 15 ?(converge ? OUTPUT : counter2_r ? CIC_B : CIC_A) : CIC_A;
    CIC_B:
        state_w = cx_r == 15 && cy_r == 15 ?(converge ? OUTPUT : counter2_r ? CIC_A : CIC_B) : CIC_B;
    OUTPUT:
        state_w = INPUT;
    default:
        state_w = state_r;
    endcase
end
always @(posedge CLK) begin
    if (RST) begin
        state_r <= INPUT;
    end
    else begin
        state_r <= state_w;
    end
end
endmodule
$ cat design/flow/run.sh
#!/bin/bash
# OpenROAD 26Q1-2900-gdf79404cd8, Yosys 0.63+post, stock flow scripts
make -C /OpenROAD-flow-scripts/flow DESIGN_CONFIG=/design/flow/config.mk WORK_HOME=/design/flow/orfs finish
==> summary.txt <==
Main metrics from the flow reports.

The count of cell types in the netlist is 83. Based on the critical path, the design can be clocked at up to 96.9 MHz. The total clock buffers created by CTS came out at 52.

The portion of total power attributed to combinational logic is 10.0%. The switching power as a share of total power is 23.7%. The power per cell area is 58.3 nW/um2.

The via count of the first global-routing pass is 20800. The number of cells on the worst hold path is listed as 2. Detailed routing inserted a total of 21400 vias. The end of the worst register-to-register path is max_covered_by_r[13]. The HPWL after detailed placement came out at 51.3 mm. Entering global routing, the biggest net connects 74 pins. The number of setup violations in the final report is 0.

The portion of the post-synthesis area used by sequential elements came out at 41.6%. The register clock-pin slew on the reported worst setup and hold paths is 0.07 ns. According to the floorplan report, the die height is 322 um. Yosys stat counts 2798 cells in the synthesized netlist.

The total DRC errors in the routed layout came out at 0. Each instance of the synthesized netlist takes up on average 11.0 um2. Measured on the finished design, the core utilization comes to 34.4%. The number of synthesized register bits came out at 474. The relative contribution of sequential cells to total power came out at 45.9%. The hold-fix buffer count after cts is 0.

The most frequent cell after synthesis is edfxtp_1. Post-CTS repair changed the size of 0 cells. The buffer levels on the longest clock path came out at 3. The worst hold-check path type is reg -> reg. The cell with the largest stage delay on the worst path is dfxtp_4.

The final critical path takes up 45.1% of the cycle. The layout filler cell count is 9851. The area share of the leading cell type in the synthesized netlist is 32.1%. TritonCTS built the clock tree.

The critical path is of the reg -> reg type. The switching component of the power came out at 477 uW. The proportion of synthesized flip-flops having asynchronous set or reset came out at 0%. The clock skew after layout came out at 0.0261 ns. The violation count after the first detailed-route iteration came out at 1385. The share of the core filled by cells before placement came out at 30.5%. The level count of the clock H-tree is 2.

The final number of max-transition violations is 0. The flow ran to the end, and the final reports show no timing, DRC or antenna violations. The most used flip-flop cell is edfxtp_1. The reg-to-reg critical path startpoint is counter2_r. The insertion delay to the later sink of the worst-skew pair is 0.61 ns. The number of cell rows came out at 116. Sorting the synthesized cells by area gives the leading types as edfxtp_1 (32%), ha_1 (13%), dfxtp_1 (9.5%).

The largest stage delay on the critical path came out at 0.55 ns. The OpenROAD warning count is 154. Synthesis produced 2798 cells. Before any placement, the netlist area is recorded as 30700 um2.

The count of buffer and inverter cells on the critical path is 9. The mean number of vias per cell is 5.02. The share of cells above drive strength 1 is 9.32%. The minimum setup slack among reg-to-reg paths is 12.58 ns. The worst path arrival time is 10.88 ns. The total detailed-routing wirelength came out at 77.4 mm.

The internal power consumption came out at 1540 uW. The share of total power in the clock network is 44.1%. The leakage component of the power was reported as 0.0131 uW. The area of the die is 104000 um2. The commonest cells after synthesis are edfxtp_1 (328), ha_1 (307), inv_1 (250). After floorplanning, the core was sized to cover 101000 um2.

Post-CTS timing repair inserted 0 buffers for setup. The post-placement cell area is 32800 um2. The area of all placed cells without fillers came out at 34600 um2. The yosys-reported design area after synthesis is 30700 um2.

The area growth from synthesis to layout is 12.7%. The x dimension of the die came out at 322 um. Measured in cells, the most critical reg-to-reg path has a length of 35. The leftover overflow at the end of global routing came out at 0. The clock net in this run drives a total of 474 sinks. The count of input and output buffers came out at 26. The first global-routing pass estimated 120 mm of wire. The routed wirelength normalized by instance count is 18.2 um.

The number of failing hold endpoints at the final stage is 0. STA lists the startpoint of the worst hold path as max_covered_by_r[22]. Setup repair after global routing left no endpoint under its margin. The final critical-path required period came out at 10.32 ns.

The endpoint of the worst hold path is reported as max_covered_by_r[22]. The first-pass iteration count of the detailed router is 5. The cell that appears most often on the critical path is fa_1.

The max capacitance violation total came out at 0. The critical-path maximum fanout came out at 73. The largest total area in the synthesized netlist belongs to edfxtp_1. Per the slew report, the remaining headroom to the max-slew limit stands at 37.6%. The maximum vdd ir drop is 0.0674 mV. The number of antenna violations at the first check in global routing came out at 0. The number of enable flip-flop cells is 328. The post-route antenna net violation count is 0. The aggregate global-route resource usage is 15.6%. The diode insertion count for antenna repair came out at 0. STA classifies the critical path startpoint as a flip-flop. At the pin with the least slew margin, the transition time is 0.933 ns.

The cell sitting at the root of the clock tree is a clkbuf_16. The setup TNS came out at 0 ns. Broken down by cell family, the worst path's largest delay share belongs to adder cells.

The worst setup path is captured at a flip-flop. The data required time at the worst endpoint came out at 23.46 ns. According to the I/O placement log, the pin count is 27. For this run, the number of Yosys warnings is 19. The global placement routability congestion is 0.879.
-- cell type report --
class	count	area, um2	share of cell area (%)
Clock inverter	26	348	1.01
Timing Repair Buffer	80	638	1.84
Tap cell	1357	1700	4.91
Multi-Input combinational cell	1996	16700	48.3
Inverter	251	942	2.72
Clock buffer	70	1480	4.28
Sequential cell	474	12800	37.0
-- stage by stage --
stage | total power (uW) | setup WS (ns) | cells | hold WS [ns]
after detailed placement | 1150 | 12.59 | 4158 | 0.446
after CTS | 2040 | 12.53 | 4254 | 0.454
after global placement | 1140 | 12.67 | 4158 | 0.439
final | 2020 | 12.58 | 4254 | 0.453
after floorplan | 1080 | 11.75 | 2798 | 0.427
after global routing | 2090 | 11.87 | 4254 | 0.467
-- power by group through the flow --
| stage | clock (uW) | combinational (uW) | sequential [uW] |
|---|---|---|---|
| CTS | 906 | 203 | 926 |
| global route | 937 | 226 | 927 |
| finish | 888 | 202 | 926 |
-- cells by family after synthesis --
kind of cell / Yosys count / share of synthesized area [%]
adders and majority gates: 406 / 18.8
muxes: 316 / 11.4
and+or+nand+nor: 624 / 10.0
buffers and inverters: 328 / 4.06
AOI/OAI and AO/OA: 608 / 12.9
DFF: 474 / 41.6
xor gates and xnor gates: 42 / 1.20
-- state kept, by name, indices dropped and copies added (netlist names) --
signal / count
cy_r: 4
x_r: 160
y_r: 160
last_cx_r: 4
counter2_r: 1
max_cy_r: 8
state_r: 4
cx_r: 4
max_cx_r: 8
last_cy_r: 4
max_covered_count_r: 12
max_covered_by_r: 80
prev_covered_r: 20
prev_covered_count_r: 5
-- metal layers --
| metal | vias to the layer above | track usage [%] | share of wire (%) |
|---|---|---|---|
| li1 | 10400 | - | - |
| met1 | 10300 | 22.2 | 45 |
| met5 | - | 0 | 0 |
| met2 | 600 | 24.0 | 45 |
| met3 | 81 | 5.52 | 8.6 |
| met4 | 0 | 2.33 | 1.7 |
-- worst max-delay path by stage --
| stage | from | to | slack [ns] | cells past startpoint |
|---|---|---|---|---|
| final | counter2_r | max_covered_by_r[13] | 12.58 | 35 |
| after CTS | counter2_r | max_covered_by_r[13] | 12.53 | 35 |
| after global routing | counter2_r | max_covered_by_r[24] | 11.87 | 35 |
-- worst register-to-register path: cells and delay by family (launching register included) --
| family | cells | cell delay [ns] |
|---|---|---|
| multiplexers | 2 | 0.63 |
| AND-OR/OR-AND | 11 | 2.01 |
| flip-flops | 1 | 0.55 |
| AND/OR/NAND/NOR | 3 | 1.11 |
| adder cells (fa/ha/maj) | 9 | 3.96 |
| XOR/XNOR | 1 | 0.22 |
| buffers and inverters | 9 | 1.82 |
-- layout by cell type (no fill, tap or decap), types with 65 or more instances in the layout --
| master | instances |
|---|---|
| nor2_1 | 78 |
| edfxtp_1 | 328 |
| ha_1 | 307 |
| a21oi_1 | 214 |
| mux2_2 | 65 |
| nand3_1 | 90 |
| fa_1 | 95 |
| o21ai_0 | 84 |
| a21o_1 | 80 |
| inv_1 | 248 |
| dfxtp_1 | 137 |
| mux2i_1 | 230 |
| nand2_1 | 239 |
Power and IR drop assume default switching activity.
