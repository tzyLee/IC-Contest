### design/flow/run.sh
#!/bin/bash
# OpenROAD 26Q1-2900-gdf79404cd8, Yosys 0.63+post, stock flow scripts
make -C /OpenROAD-flow-scripts/flow DESIGN_CONFIG=/design/flow/config.mk WORK_HOME=/design/flow/orfs finish
### design/flow/config.mk
export PLATFORM = sky130hd
export DESIGN_NAME = JAM
export DESIGN_NICKNAME = JAM
export VERILOG_FILES = /design/flow/design.v
export SDC_FILE = /design/flow/constraint.sdc
export NUM_CORES = 4
export LEC_CHECK = 1
export CORE_UTILIZATION = 50
### design/flow/constraint.sdc
current_design JAM

set clk_period 7.0
set clk_io_pct 0.2

create_clock -name clk0 -period $clk_period [get_ports {CLK}]

set non_clock_inputs [all_inputs -no_clocks]
set_input_delay [expr $clk_period * $clk_io_pct] -clock clk0 $non_clock_inputs
set_output_delay [expr $clk_period * $clk_io_pct] -clock clk0 [all_outputs]
### design/flow/design.v
module JAM (
input CLK,
input RST,
output reg [2:0] W,
output reg [2:0] J,
input [6:0] Cost,
output reg [3:0] MatchCount,
output reg [9:0] MinCost,
output reg Valid );
localparam SEQ = 0;
localparam LOAD = 1;
reg state_r, state_w;
reg [9:0] cost_sum_r, cost_sum_w;
reg [2:0] seq_r [0:7], seq_w [0:7];
reg swapping_r, swapping_w;
reg prev_is_swap_r [0:6], prev_is_swap_w [0:6];
reg [9:0] min_cost_r, min_cost_w;
reg [3:0] match_count_r, match_count_w;
wire left_gt_right [0:6];
wire rfold [0:6];
wire is_swap [0:6];
wire [2:0] swap_num;
reg [2:0] counter_r, counter_w;
reg is_final_r, is_final_w;
reg prev_is_final_r, prev_is_final_w;
wire [2:0] min_gt_swap;
wire is_min_gt_swap [1:7];
wire [9:0] new_cost;
integer i;
assign left_gt_right[0] = seq_r[0] > seq_r[1];
assign left_gt_right[1] = seq_r[1] > seq_r[2];
assign left_gt_right[2] = seq_r[2] > seq_r[3];
assign left_gt_right[3] = seq_r[3] > seq_r[4];
assign left_gt_right[4] = seq_r[4] > seq_r[5];
assign left_gt_right[5] = seq_r[5] > seq_r[6];
assign left_gt_right[6] = seq_r[6] > seq_r[7];
assign rfold[0] = left_gt_right[0] & rfold[1];
assign rfold[1] = left_gt_right[1] & rfold[2];
assign rfold[2] = left_gt_right[2] & rfold[3];
assign rfold[3] = left_gt_right[3] & rfold[4];
assign rfold[4] = left_gt_right[4] & rfold[5];
assign rfold[5] = left_gt_right[5] & rfold[6];
assign rfold[6] = left_gt_right[6];
assign is_swap[0] = !rfold[0] && rfold[1];
assign is_swap[1] = !rfold[1] && rfold[2];
assign is_swap[2] = !rfold[2] && rfold[3];
assign is_swap[3] = !rfold[3] && rfold[4];
assign is_swap[4] = !rfold[4] && rfold[5];
assign is_swap[5] = !rfold[5] && rfold[6];
assign is_swap[6] = !rfold[6];
assign swap_num = (
    is_swap[0] ? seq_r[0] :
    is_swap[1] ? seq_r[1] :
    is_swap[2] ? seq_r[2] :
    is_swap[3] ? seq_r[3] :
    is_swap[4] ? seq_r[4] :
    is_swap[5] ? seq_r[5] :
                 seq_r[6]
);
assign is_min_gt_swap[1] = seq_r[1] == min_gt_swap;
assign is_min_gt_swap[2] = seq_r[2] == min_gt_swap;
assign is_min_gt_swap[3] = seq_r[3] == min_gt_swap;
assign is_min_gt_swap[4] = seq_r[4] == min_gt_swap;
assign is_min_gt_swap[5] = seq_r[5] == min_gt_swap;
assign is_min_gt_swap[6] = seq_r[6] == min_gt_swap;
assign is_min_gt_swap[7] = seq_r[7] == min_gt_swap;
assign min_gt_swap = (
    seq_r[7] > swap_num ? seq_r[7] :
    seq_r[6] > swap_num ? seq_r[6] :
    seq_r[5] > swap_num ? seq_r[5] :
    seq_r[4] > swap_num ? seq_r[4] :
    seq_r[3] > swap_num ? seq_r[3] :
    seq_r[2] > swap_num ? seq_r[2] :
    seq_r[1] > swap_num ? seq_r[1] :
                          seq_r[0]
);
assign new_cost = cost_sum_r + Cost;
always @(*) begin
    W = counter_r;
    J = seq_r[counter_r];
    MinCost = min_cost_r;
    MatchCount = match_count_r;
    Valid = state_r == LOAD && counter_r == 0 && prev_is_final_r;
end
always @(*) begin
    swapping_w = !swapping_r;
end
always @(posedge CLK or posedge RST) begin
    if (RST) begin
        swapping_r <= 1;
    end
    else begin
        swapping_r <= swapping_w;
    end
end
always @(*) begin
    is_final_w = state_r == LOAD ? rfold[0] :
                 state_r == SEQ && counter_r[0] ? 0 : is_final_r;
end
always @(posedge CLK or posedge RST) begin
    if (RST) begin
        is_final_r <= 1;
    end
    else begin
        is_final_r <= is_final_w;
    end
end
always @(*) begin
    prev_is_final_w = is_final_r;
end
always @(posedge CLK or posedge RST) begin
    if (RST) begin
        prev_is_final_r <= 0;
    end
    else begin
        prev_is_final_r <= prev_is_final_w;
    end
end
always @(*) begin
    prev_is_swap_w[0] = is_swap[0];
    prev_is_swap_w[1] = is_swap[1];
    prev_is_swap_w[2] = is_swap[2];
    prev_is_swap_w[3] = is_swap[3];
    prev_is_swap_w[4] = is_swap[4];
    prev_is_swap_w[5] = is_swap[5];
    prev_is_swap_w[6] = is_swap[6];
end
always @(posedge CLK or posedge RST) begin
    if (RST) begin
        for(i=0; i<7; i=i+1) begin
            prev_is_swap_r[i] <= 0;
        end
    end
    else begin
        for(i=0; i<7; i=i+1) begin
            prev_is_swap_r[i] <= prev_is_swap_w[i];
        end
    end
end
always @(*) begin
    case (state_r)
    LOAD: counter_w = counter_r + 1;
    SEQ:  counter_w = swapping_r ? counter_r+1 : 0;
    endcase
end
always @(posedge CLK or posedge RST) begin
    if (RST) begin
        counter_r <= 0;
    end
    else begin
        counter_r <= counter_w;
    end
end
always @(*) begin
    cost_sum_w = cost_sum_r;
    if (state_r == SEQ) begin
        if (counter_r[0]) begin
            cost_sum_w = 0;
        end
        else begin
            cost_sum_w = new_cost;
        end
    end
    else if (state_r == LOAD) begin
        if (counter_r != 0) begin
            cost_sum_w = new_cost;
        end
    end
end
always @(posedge CLK or posedge RST) begin
    if (RST) begin
        cost_sum_r <= 0;
    end
    else begin
        cost_sum_r <= cost_sum_w;
    end
end
always @(*) begin
    min_cost_w = min_cost_r;
    if (state_r == SEQ) begin
        if (counter_r[0]) begin
            min_cost_w = min_cost_r < cost_sum_r ? min_cost_r : cost_sum_r;
        end
    end
end
always @(posedge CLK or posedge RST) begin
    if (RST) begin
        min_cost_r <= 10'b11_1111_1111;
    end
    else begin
        min_cost_r <= min_cost_w;
    end
end
always @(*) begin
    match_count_w = match_count_r;
    if (state_r == SEQ) begin
        if (counter_r[0]) begin
            match_count_w = min_cost_r > cost_sum_r ? 1 :
                            min_cost_r == cost_sum_r ? match_count_r+1 : match_count_r;
        end
    end
end
always @(posedge CLK or posedge RST) begin
    if (RST) begin
        match_count_r <= 0;
    end
    else begin
        match_count_r <= match_count_w;
    end
end
always @(*) begin
    for(i=0; i<8; i=i+1) begin
        seq_w[i] = seq_r[i];
    end
    if (state_r == SEQ) begin
        if (swapping_r) begin
            seq_w[0] = (is_swap[0] ? min_gt_swap : seq_r[0]);
            seq_w[1] = (is_min_gt_swap[1] ? (
                seq_r[0]
            ) : is_swap[1] ? min_gt_swap : seq_r[1]);
            seq_w[2] = (is_min_gt_swap[2] ? (
                is_swap[1] ? seq_r[1] : seq_r[0]
            ) : is_swap[2] ? min_gt_swap : seq_r[2]);
            seq_w[3] = (is_min_gt_swap[3] ? (
                is_swap[2] ? seq_r[2] :
                is_swap[1] ? seq_r[1] : seq_r[0]
            ) : is_swap[3] ? min_gt_swap : seq_r[3]);
            seq_w[4] = (is_min_gt_swap[4] ? (
                is_swap[3] ? seq_r[3] :
                is_swap[2] ? seq_r[2] :
                is_swap[1] ? seq_r[1] : seq_r[0]
            ) : is_swap[4] ? min_gt_swap : seq_r[4]);
            seq_w[5] = (is_min_gt_swap[5] ? (
                is_swap[4] ? seq_r[4] :
                is_swap[3] ? seq_r[3] :
                is_swap[2] ? seq_r[2] :
                is_swap[1] ? seq_r[1] : seq_r[0]
            ) : is_swap[5] ? min_gt_swap : seq_r[5]);
            seq_w[6] = (is_min_gt_swap[6] ? (
                is_swap[5] ? seq_r[5] :
                is_swap[4] ? seq_r[4] :
                is_swap[3] ? seq_r[3] :
                is_swap[2] ? seq_r[2] :
                is_swap[1] ? seq_r[1] : seq_r[0]
            ) : is_swap[6] ? min_gt_swap : seq_r[6]);
            seq_w[7] = (is_min_gt_swap[7] ? (
                is_swap[6] ? seq_r[6] :
                is_swap[5] ? seq_r[5] :
                is_swap[4] ? seq_r[4] :
                is_swap[3] ? seq_r[3] :
                is_swap[2] ? seq_r[2] :
                is_swap[1] ? seq_r[1] : seq_r[0]
            ) :  seq_r[7]);
        end
        else begin
            seq_w[0] = seq_r[0];
            seq_w[1] = prev_is_swap_r[0] ? seq_r[7] : seq_r[1];
            seq_w[2] = (
                prev_is_swap_r[0] ? seq_r[6] :
                prev_is_swap_r[1] ? seq_r[7] : seq_r[2]
            );
            seq_w[3] = (
                prev_is_swap_r[0] ? seq_r[5] :
                prev_is_swap_r[1] ? seq_r[6] :
                prev_is_swap_r[2] ? seq_r[7] : seq_r[3]
            );
            seq_w[4] = (
                prev_is_swap_r[1] ? seq_r[5] :
                prev_is_swap_r[2] ? seq_r[6] :
                prev_is_swap_r[3] ? seq_r[7] : seq_r[4]
            );
            seq_w[5] = (
                prev_is_swap_r[0] ? seq_r[3] :
                prev_is_swap_r[1] ? seq_r[4] :
                prev_is_swap_r[3] ? seq_r[6] :
                prev_is_swap_r[4] ? seq_r[7] : seq_r[5]
            );
            seq_w[6] = (
                prev_is_swap_r[0] ? seq_r[2] :
                prev_is_swap_r[1] ? seq_r[3] :
                prev_is_swap_r[2] ? seq_r[4] :
                prev_is_swap_r[3] ? seq_r[5] :
                prev_is_swap_r[5] ? seq_r[7] : seq_r[6]
            );
            seq_w[7] = (
                prev_is_swap_r[0] ? seq_r[1] :
                prev_is_swap_r[1] ? seq_r[2] :
                prev_is_swap_r[2] ? seq_r[3] :
                prev_is_swap_r[3] ? seq_r[4] :
                prev_is_swap_r[4] ? seq_r[5] :
                prev_is_swap_r[5] ? seq_r[6] :
                                    seq_r[7]
            );
        end
    end
end
always @(posedge CLK or posedge RST) begin
    if (RST) begin
        for(i=0; i<8; i=i+1) begin
            seq_r[i] <= i[2:0];
        end
    end
    else begin
        for(i=0; i<8; i=i+1) begin
            seq_r[i] <= seq_w[i];
        end
    end
end
always @(*) begin
    case (state_r)
    SEQ:  state_w = counter_r == 1 ? LOAD : SEQ;
    LOAD: state_w = counter_r == 7 ? SEQ : LOAD;
    endcase
end
always @(posedge CLK or posedge RST) begin
    if (RST) begin
        state_r <= LOAD;
    end
    else begin
        state_r <= state_w;
    end
end
endmodule
==> results.json <==
{
  "yosys_area_mm2": 0.006776,
  "avgViaCountPerCell": 6.446,
  "dr.pass1.iters": 7,
  "drcViolationCount": 0,
  "syn_inst": 840,
  "rsz0062_at_grt": "false",
  "ys_async_sr_fraction": 1.000,
  "rows": 42,
  "fin_skew_ns": 0.004888,
  "synth_top_flop_cell": "dfrtp_1",
  "dp_cells": 1025,
  "hold_viol": 0,
  "core_mm2": 0.01324,
  "cts_inserted_buffers": 9,
  "synthToLayoutAreaGrowth_pct": 14.31,
  "logic_area_mm2": 0.004855,
  "antenna_found_initial": 0,
  "worst_slew_pin_slew_ns": 0.7478,
  "clk_pin_slew_ns": 0.05,
  "n_fill_cell": 1198,
  "clockBufferDepth": 2,
  "hold_path_depth": 0,
  "finalWirelength_um": 22570,
  "ir_drop_v": 0.0001113,
  "yosysMostFrequentCell": "nand2_1",
  "r2r_start": "seq_r[7][1]$_DFFE_PP1P_",
  "setup_tns_ns": 0,
  "fmax_mhz": 151.7,
  "endpoint_kind": "register",
  "maxCapViolations": 0,
  "fp_util": 0.5117,
  "ys_seq_frac": 0.2299,
  "cts_tree": "built",
  "crit_type": "reg2reg",
  "final_max_slew_viol_count": 0,
  "cts_max_level": 3,
  "portBuffers": 29,
  "r2r_end": "seq_r[3][0]$_DFFE_PP1P_",
  "holdWs_ns": 0.3975,
  "top_cells_by_count": "nand2_1, nor2_1, ha_1",
  "die_w_um": 118.4,
  "area.sequential_mm2": 0.001558,
  "crit_start": "seq_r[7][1]$_DFFE_PP1P_",
  "num_vias": 6749,
  "drtIter0Drc": 542,
  "dp_hpwl_um": 16440,
  "diodes": 0,
  "gp_congestion": 1.006,
  "yosysWarnings": 5,
  "drive_gt1_frac": 0.1435,
  "p_leak_nw": 3.226,
  "whs_endpoint": "prev_is_final_r$_DFF_PP0_",
  "met3_usage": 0.06791,
  "netlist_area_mm2": 0.006776,
  "use_met2": 0.5158,
  "power.total_mw": 1.179,
  "synth_top_cell_by_area": "dfrtp_1",
  "arrival_ns": 6.85,
  "dieHeight_um": 118.4,
  "synth.area.top_cells": "dfrtp_1, ha_1, dfstp_2, o21ai_0, a21oi_1",
  "r2r.worst_path.cells": 21,
  "grt_max_degree": 46,
  "cts_sinks": 61,
  "synth_cell_types": 83,
  "required_ns": 7.26,
  "min-delay-start": "is_final_r$_DFFE_PP1P_",
  "die-area_mm2": 0.01402,
  "worst_setup_path_start_kind": "register",
  "top_usage_layer": "met2",
  "grtUsageTotal": 0.3347,
  "top_cell_area_share": 0.1329,
  "critPathMaxFanout": 13,
  "final_cell_count_no_fill": 1047,
  "numSynthFlops": 61,
  "antenna_left": 0,
  "min_period_ns": 6.590,
  "warnings": 29,
  "status": "finished clean",
  "first_global_vias": 6283,
  "use_met1": 0.4604,
  "routedWlPerCell_um": 21.55,
  "min_period_over_period": 0.9415,
  "grt_first_pass_wirelength_um": 35120,
  "slew_headroom": 0.4969,
  "hold_path_class": "reg2reg",
  "grt_remaining_overflow": 0,
  "pin_count": 30,
  "edf_count": 0,
  "r2r_slack_ns": 0.41,
  "clk_latency_ns": 0.33,
  "cts-root-buf": "clkbuf_16",
  "setup_viol": 0,
  "ys_cells": 840,
  "postSynthAreaPerCell_um2": 8.067,
  "powerDensity_mw_per_mm2": 152.2
}
-- area by class of cell --
type | count | area share
multi-input cells | 675 | 0.6267
flip-flops and latches | 61 | 0.2011
clock inverters | 4 | 0.01228
well taps | 176 | 0.02843
clock buffers | 12 | 0.03182
repair buffers | 64 | 0.07301
inverters | 55 | 0.02665
-- where the power goes --
part / internal, mW / total, mW / switching (mW)
Combinational: 0.118 / 0.247 / 0.129
Sequential: 0.391 / 0.414 / 0.0227
Clock: 0.357 / 0.518 / 0.161
-- worst max path at each step --
stage | depth (start not counted) | endpoint | slack (ns)
4_1_cts | 22 | seq_r[3][0]$_DFFE_PP1P_ | 0.16
5_1_grt | 26 | seq_r[3][0]$_DFFE_PP1P_ | 0.08
6_report | 21 | seq_r[3][0]$_DFFE_PP1P_ | 0.41
-- routing by layer --
layer  vias up  wire length [um]
met3        76              1717
li1       3198                 -
met2       298             10220
met4         0              1173
met5         -                 0
met1      3177              9458
-- cells in the final DEF, fill, tap and decap left out, types with 9 or more instances in the layout --
master	netlist	final
nand4_1	9	9
mux2_2	10	10
mux2i_1	19	19
a211oi_1	27	27
a21o_1	12	12
xnor2_1	27	26
dfrtp_1	36	36
o21a_1	16	15
nor2_1	63	63
nor2b_1	13	13
ha_1	59	59
a21oi_1	54	54
nand2_1	68	68
buf_4	1	34
o211ai_1	11	11
clkdlybuf4s50_1	0	29
nor3_1	12	12
a31oi_1	14	14
nand3_1	33	33
inv_1	55	54
dfstp_2	25	25
clkbuf_16	0	9
o21ai_0	58	56
-- sequential cells by signal, summed over array words and instances, names as in the netlist --
signal,cells
prev_is_final_r,1
counter_r,3
is_final_r,1
cost_sum_r,10
min_cost_r,10
match_count_r,4
swapping_r,1
state_r,1
prev_is_swap_r,6
seq_r,24
-- cells by family (layout without fill, tap and decap cells) --
logic type      Yosys count  count (layout)  share of synthesized area
xor+xnor                 32              32                    0.04468
simple gates            253             253                     0.1880
mux                      32              32                    0.04967
compound gates          297             298                     0.3146
fa+ha+maj                60              60                     0.1119
buf+inv                 105             135                    0.06130
flops                    61              61                     0.2299
-- worst max-delay path, stage by stage, from the launching register on --
cell,delay (ns)
dfstp_2,0.61
inv_1,0.20
ha_1,0.34
nor2b_1,0.13
o21a_1,0.18
o21a_2,0.29
nand3_1,0.33
nor2_1,0.10
a311o_1,0.35
a311oi_2,0.33
o22ai_2,0.25
ha_1,0.42
a21boi_0,0.14
a311o_1,0.37
a211o_1,0.26
a2111oi_2,0.38
o31ai_2,0.13
a22oi_4,0.42
xnor2_1,0.25
or3_1,0.45
a21oi_2,0.22
mux2_2,0.35
-- through the flow --
stage	cell area, um^2	utilization	worst slack, ns
after floorplan	6777	-	0.9123
after global placement	7303	0.5515	0.3377
after detailed placement	7303	0.5515	0.1707
after CTS	7645	0.5773	0.1597
after global routing	7746	0.5849	0.07841
final	7746	0.5849	0.4098
-- timing repair --
action,in CTS,in global routing
resized,0,8
hold buffers,0,0
endpoints found under the hold margin,0,0
endpoints found under the setup margin,0,21
setup buffers,0,5
Power figures rest on the tool's default switching activity, not on a simulated workload.
