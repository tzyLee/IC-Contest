--- /design/flow/design.v ---
module SME(clk,reset,chardata,isstring,ispattern,valid,match,match_index);
input clk;
input reset;
input [7:0] chardata;
input isstring;
input ispattern;
output match;
output [4:0] match_index;
output valid;
localparam LOAD_DATA = 0;
localparam MATCH_RST = 1;
localparam MATCHING = 2;
localparam OUTPUT = 3;
localparam CHAR_START = 'h5E;
localparam CHAR_END = 'h24;
localparam CHAR_ANY = 'h2E;
localparam CHAR_WILDCARD = 'h2A;
localparam CHAR_SPACE = 'h20;
reg [1:0] state_r, state_w;
reg [7:0] str_buf_r [0:31], str_buf_w [0:31];  
reg [7:0] ptn_buf_r [0:7], ptn_buf_w [0:7];  
reg str_load_r, str_load_w;
reg [5:0] counter_s_r, counter_s_w;  
reg [3:0] counter_p_r, counter_p_w;
reg [5:0] s_end_r, s_end_w;
reg [3:0] p_end_r, p_end_w;
reg [5:0] counter_si_r, counter_si_w;  
reg [5:0] match_index_r, match_index_w;  
reg [3:0] wild_begin_r, wild_begin_w;
reg wild_seen_r, wild_seen_w;
wire [4:0] s, si, match_idx;
wire [2:0] p;
reg match_r, match_w;
wire match_single;
wire match_accept;
wire ptr_end, str_end;
wire match_end;
wire is_wildcard, is_start;
wire [5:0] match_idx_p1;
integer i;
assign s = counter_s_r[4:0];
assign si = counter_si_r[4:0];
assign p = counter_p_r[2:0];
assign match_idx_p1 = match_index_r+1;
assign match_idx = (match_index_r[4:0] != 0 && ptn_buf_r[0] == CHAR_START) ?
                    match_idx_p1[4:0] : match_index_r[4:0];
assign is_wildcard = ptn_buf_r[p] == CHAR_WILDCARD;
assign is_start = ptn_buf_r[0] == CHAR_START;
assign match_single = str_buf_r[si] == ptn_buf_r[p] ||
                      ptn_buf_r[p] == CHAR_ANY;
assign match_accept = match_single || (ptn_buf_r[p] == CHAR_START && str_buf_r[si] == CHAR_SPACE);
assign ptr_end = counter_p_r == p_end_r ||
                 (ptn_buf_r[p] == CHAR_END && (str_end || str_buf_r[si] == CHAR_SPACE));
wire debug1, debug2;
assign debug1 = str_buf_r[si] == CHAR_SPACE;
assign debug2 = ptn_buf_r[p] == CHAR_END;
assign str_end = counter_si_r == s_end_r;
assign match_end = ptr_end || str_end;
assign valid = state_r == OUTPUT;
assign match = match_r;
assign match_index = match_idx;
always @(*) begin
    match_w = ptr_end;
end
always @(posedge clk or posedge reset) begin
    if (reset) match_r <= 0;
    else match_r <= match_w;
end
always @(*) begin
    match_index_w = counter_s_r;
end
always @(posedge clk or posedge reset) begin
    if (reset) match_index_r <= 0;
    else match_index_r <= match_index_w;
end
always @(*) begin
    case(state_r)
    LOAD_DATA: counter_s_w = isstring ? counter_s_r + 1 : counter_s_r;
    MATCH_RST: counter_s_w = 0;
    MATCHING:  counter_s_w = match_end ? 0 :
                             (is_wildcard || match_accept || wild_seen_r) ? counter_s_r :
                             counter_s_r + 1;
    OUTPUT:    counter_s_w = 1;
    default:   counter_s_w = counter_s_r;
    endcase
end
always @(posedge clk or posedge reset) begin
    if (reset) begin
        counter_s_r <= 0;
    end
    else begin
        counter_s_r <= counter_s_w;
    end
end
always @(*) begin
    case(state_r)
    LOAD_DATA: counter_si_w = 0;
    MATCH_RST: counter_si_w = 0;
    MATCHING:  counter_si_w = is_wildcard ? counter_si_r :
                              match_accept || wild_seen_r ? counter_si_r+1 :
                              counter_s_r+1;
    OUTPUT:    counter_si_w = 0;
    default:   counter_si_w = counter_si_r;
    endcase
end
always @(posedge clk or posedge reset) begin
    if (reset) begin
        counter_si_r <= 0;
    end
    else begin
        counter_si_r <= counter_si_w;
    end
end
always @(*) begin
    case(state_r)
    LOAD_DATA: counter_p_w = ispattern ? counter_p_r + 1 : counter_p_r;
    MATCH_RST: counter_p_w = is_start ? 1 : 0;
    MATCHING:  counter_p_w = match_end ? 0 :
                             is_wildcard || match_accept ? counter_p_r+1 :
                             wild_begin_r;
    OUTPUT:    counter_p_w = ispattern ? 1 : 0;
    default:   counter_p_w = counter_p_r;
    endcase
end
always @(posedge clk or posedge reset) begin
    if (reset) begin
        counter_p_r <= 0;
    end
    else begin
        counter_p_r <= counter_p_w;
    end
end
always @(*) begin
    if (state_r == MATCHING) begin
        wild_seen_w = is_wildcard || wild_seen_r;
    end
    else begin
        wild_seen_w = 0;
    end
end
always @(posedge clk or posedge reset) begin
    if (reset) begin
        wild_seen_r <= 0;
    end
    else begin
        wild_seen_r <= wild_seen_w;
    end
end
always @(*) begin
    if (state_r == MATCHING) begin
        wild_begin_w = is_wildcard ? counter_p_r+1 : wild_begin_r;
    end
    else begin
        wild_begin_w = 0;
    end
end
always @(posedge clk or posedge reset) begin
    if (reset) begin
        wild_begin_r <= 0;
    end
    else begin
        wild_begin_r <= wild_begin_w;
    end
end
always @(*) begin
    str_load_w = (state_r == MATCH_RST) ? 0 : isstring || str_load_r;
end
always @(posedge clk or posedge reset) begin
    if (reset) begin
        str_load_r <= 0;
    end
    else begin
        str_load_r <= str_load_w;
    end
end
always @(*) begin
    s_end_w = (state_r == MATCH_RST && str_load_r) ? counter_s_r : s_end_r;
end
always @(posedge clk or posedge reset) begin
    if (reset) begin
        s_end_r <= 0;
    end
    else begin
        s_end_r <= s_end_w;
    end
end
always @(*) begin
    p_end_w = (state_r == MATCH_RST) ? counter_p_r : p_end_r;
end
always @(posedge clk or posedge reset) begin
    if (reset) begin
        p_end_r <= 0;
    end
    else begin
        p_end_r <= p_end_w;
    end
end
always @(*) begin
    if (isstring) begin
        for(i=0; i<32; i=i+1) begin
            str_buf_w[i] = str_buf_r[i];
        end
        str_buf_w[s] = chardata;
    end
    else begin
        for(i=0; i<32; i=i+1) begin
            str_buf_w[i] = str_buf_r[i];
        end
    end
end
always @(posedge clk or posedge reset) begin
    if (reset) begin
        for(i=0; i<32; i=i+1) begin
            str_buf_r[i] <= 0;
        end
    end
    else begin
        for(i=0; i<32; i=i+1) begin
            str_buf_r[i] <= str_buf_w[i];
        end
    end
end
always @(*) begin
    if (ispattern) begin
        for(i=0; i<8; i=i+1) begin
            ptn_buf_w[i] = ptn_buf_r[i];
        end
        ptn_buf_w[p] = chardata;
    end
    else begin
        for(i=0; i<8; i=i+1) begin
            ptn_buf_w[i] = ptn_buf_r[i];
        end
    end
end
always @(posedge clk or posedge reset) begin
    if (reset) begin
        for(i=0; i<8; i=i+1) begin
            ptn_buf_r[i] <= 0;
        end
    end
    else begin
        for(i=0; i<8; i=i+1) begin
            ptn_buf_r[i] <= ptn_buf_w[i];
        end
    end
end
always @(*) begin
    case (state_r)
    LOAD_DATA: state_w = (isstring || ispattern) ? LOAD_DATA : MATCH_RST;
    MATCH_RST: state_w = MATCHING;
    MATCHING:  state_w = match_end ? OUTPUT : MATCHING;
    OUTPUT:    state_w = LOAD_DATA;
    default:   state_w = LOAD_DATA;
    endcase
end
always @(posedge clk or posedge reset) begin
    if (reset) begin
        state_r <= LOAD_DATA;
    end
    else begin
        state_r <= state_w;
    end
end
endmodule
--- /design/flow/constraint.sdc ---
current_design SME

set clk_period 10.5
set clk_io_pct 0.2

create_clock -name clk0 -period $clk_period [get_ports {clk}]

set non_clock_inputs [all_inputs -no_clocks]
set_input_delay [expr $clk_period * $clk_io_pct] -clock clk0 $non_clock_inputs
set_output_delay [expr $clk_period * $clk_io_pct] -clock clk0 [all_outputs]
--- /design/flow/run.sh ---
#!/bin/bash
# OpenROAD 26Q1-2900-gdf79404cd8, Yosys 0.63+post, stock flow scripts
make -C /OpenROAD-flow-scripts/flow DESIGN_CONFIG=/design/flow/config.mk WORK_HOME=/design/flow/orfs finish
--- /design/flow/config.mk ---
export PLATFORM = sky130hd
export DESIGN_NAME = SME
export DESIGN_NICKNAME = SME
export VERILOG_FILES = /design/flow/design.v
export SDC_FILE = /design/flow/constraint.sdc
export NUM_CORES = 4
export LEC_CHECK = 1
export CORE_UTILIZATION = 40
==> run summary <==
From the run reports.

- The total of flip-flops plus latches after synthesis is 362.
- After filler insertion, the fill cell instance count of the layout stands at about 4000.
- The tally of buffers added on design ports reads 18.
- The post-route clock period utilization reads between 40 and 50%.
- The global placement routability congestion is 0.992.
- The detailed router placed 13400 vias in this run.
- The critical path endpoint has a required time of approximately 11000 ps.
- The final setup violation count is 0.
- The first-pass GRT wire length reads between 80 and 90 mm.
- The flow ran to the end, and the final reports show no timing, DRC or antenna violations.
- Yosys attributes the largest share of cell area to sky130_fd_sc_hd__dfrtp_1, sky130_fd_sc_hd__mux2_2, sky130_fd_sc_hd__mux2i_1.
- The most common logic cell in the routed design reads sky130_fd_sc_hd__dfrtp_1.
- The average footprint of a synthesized cell reads approximately 12 µm².
- Once the clock tree was built, the setup fixing pass inserted 0 buffers.
- The cell type contributing the most total cell area after synthesis reads sky130_fd_sc_hd__dfrtp_1.
- The critical path in this run is classified as reg2reg.
- The leftover overflow at the end of global routing reads 0.
- In the synthesized netlist the dominant register cell turns out to be sky130_fd_sc_hd__dfrtp_1.
- The number of distinct standard cells referenced by the synthesized netlist reads 93.
- The peak ir drop on the vdd network reads roughly 120 µV.
- The slew of the pin with the lowest slew margin reads ~1100 ps.
- The count of library flops with an enable pin reads 0.
- Measured along the y axis, the die boundary spans 217 µm.
- The x dimension of the die reads between 200 and 250 µm.
- Per the slew report, the remaining headroom to the max-slew limit stands at between 20% and 30%.
- The total CTS buffers is 39.
- The routed wire length per instance reads ~26 µm.
- The chip area reads between 40000 and 50000 µm².
- For this configuration, the core starts out at a cell density of 40.8%.
- The floorplan has slightly below 80 rows.
- The number of maximum-capacitance constraint violations reads 0.
- The registers of the reported paths see a clock transition of 60 ps.
- The share of final-layout standard cells stronger than drive strength 1 reads between 30% and 40%.
- The final worst hold slack reads 498 ps.
- The worst setup skew after layout is between 20 and 25 ps.
- The kind of end point of the critical path reads a flip-flop.
- Hold repair after CTS inserted 0 buffers.
- The clock network latency to the later pin of the worst-skew pair is about 550 ps.
- The maximum clock path buffer count is 3.
- The via density per instance is between 6 and 7.
- The part of the Yosys area used for sequential elements reads 48.8%.
- The total DRC errors in the routed layout reads 0.
- The element type at the critical path start is a flip-flop.
- Ranking logic cells in the layout by count gives the top entries sky130_fd_sc_hd__dfrtp_1, sky130_fd_sc_hd__mux2_2, sky130_fd_sc_hd__nand2_1.
- Entering global routing, the biggest net connects 129 pins.
- The final hold violation count recorded for this run is 0.
- The final core area utilization reads a little under half.
- The number of warnings reported in the yosys synthesis log reads 5.
- Per the post-route antenna check, the number of violating nets is 0.
- The HPWL after detailed placement is around 37 mm.
- Across all stage logs, warnings added up to between 40 and 50.
- The routed wire length is about 56 mm.
- The total clock sinks reads 362.
- The type of the most critical hold path reads reg2reg.
- The number of cells upsized or downsized after cts reads 0.
- The number of pins with negative max-slew slack in the final report reads 0.
- The number of top-level pins is 19.
- The top cell type's share of synthesized area is about 50%.
- The tree is rooted in a sky130_fd_sc_hd__clkbuf_16.
- The cell count in the Yosys report reads between 1500 and 2000.
- The CTS tree reads built.
- The achievable clock frequency is about 0.21 GHz.
- The leakage power total is around 8.9 nW.
- STA puts the critical path data arrival time at ~5200 ps.
- The number of antenna violations at the first check in global routing is 0.
- The core region is between 40000 and 50000 µm².
- The routed design could run at a clock period as short as slightly below 5000 ps.
- The share of synthesized registers carrying an async set or reset reads 100%.
- The first detailed-routing pass took 6 iterations.
- The number of DRC violations after detailed-routing iteration 0 reads approximately 1200.
- The via count of the first global-routing pass reads between 10000 and 15000.
- The area added between synthesis and finish reads 11.1%.
- For this run, the chip area from Yosys synthesis comes to between 15000 and 20000 µm².
- The top fanout value on the critical path reads ~47.
- The final-layout setup total negative slack is 0 ps.
- The instance count of the mapped netlist is between 1500 and 2000.
- Setup repair after global routing left no endpoint under its margin.
- The post-synthesis cell area is approximately 19000 µm².
- The H-tree was split into 2 levels.
- The power density over the cells is about 150 nW/µm².
- Overall routing resource usage recorded by global route was about a quarter.
report_power, final:
group	total, mW	switching [mW]	internal [mW]
sequential	1.53	0.0482	1.48
combinational	0.206	0.109	0.0964
clock	1.46	0.580	0.878
total	3.19	0.737	2.46
layout make-up:
type | instances | area (µm²) | area share [%]
Tap cell | 600 | 751 | 3.64
Clock buffer | 58 | 1180 | 5.72
Inverter | 33 | 128 | 0.618
Sequential cell | 362 | 9060 | 43.9
Timing Repair Buffer | 62 | 505 | 2.45
Multi-Input combinational cell | 1069 | 8840 | 42.8
Antenna cell | 1 | 2.50 | 0.0121
Clock inverter | 11 | 173 | 0.837
path summary, 6_finish.rpt:
path / end / depth (start not counted) / startpoint / slack (ps)
worst max-delay path: counter_s_r[5] / 12 / counter_si_r[4] / 5690
worst min-delay path: str_load_r / 2 / str_load_r / 500
worst max register to register: counter_s_r[5] / 12 / counter_si_r[4] / 5690
worst min register to register: str_load_r / 2 / str_load_r / 500
max in group asynchronous: str_buf_r[29][5] / 4 / reset / 6740
min in group asynchronous: match_index_r[4] / 2 / reset / 1910
state kept, by name, summed over array words and instances, names as in the netlist:
name and count:
str_load_r 1, counter_si_r 6, s_end_r 6, counter_s_r 6, p_end_r 4, wild_seen_r 1
match_index_r 5, state_r 4, match_r 1, str_buf_r 256, wild_begin_r 4, ptn_buf_r 64
counter_p_r 4
cell families (layout without fill, tap and decap cells):
family          Yosys count  count (layout)  share of synthesized area [%]
xor+xnor                 21              21                          0.990
flops                   362             362                           48.8
buf+inv                 154             164                           3.72
fa+ha+maj                20              20                           1.35
mux                     386             386                           23.1
simple gates            359             359                           10.9
compound gates          283             283                           11.1
other cells               0               1                              0
metrics by stage:
stage	setup slack (ps)	total power, mW	std cells	cell area [µm²]
finish	5690	3.19	2196	20600
global route	5260	3.30	2195	20600
CTS	5750	3.22	2195	20600
detailed placement	5740	1.76	2126	19300
global placement	5830	1.76	2126	19300
floorplan	3550	1.69	1585	18600
metal layers:
layer | vias up | global-route usage (%) | share of wire [%]
li1 | 5859 | - | -
met1 | 7001 | 38.1 | 44
met2 | 432 | 37.9 | 46
met3 | 124 | 4.27 | 5.9
met4 | 0 | 9.15 | 4.3
met5 | - | 0 | 0
synthesized netlist by cell type (all sizes together), types with 8 or more instances:
cell type,number
a211o,8
inv,33
or3b,12
nor2b,11
clkbuf,78
xnor2,16
and2,10
nor4,14
nand2,71
nor3b,8
a22oi,30
a211oi,8
dfrtp,361
nor3,22
and3,14
ha,20
nand4,15
nor2,61
mux2i,41
buf,43
nand2b,15
nand3b,15
nand3,51
o22ai,18
mux2,345
a21o,10
o21ai,46
a31oi,11
a221oi,10
a21oi,44
a22o,20
critical path: stages (launching register included):
cell and delay, ps:
sky130_fd_sc_hd__dfrtp_2 650, sky130_fd_sc_hd__buf_4 540, sky130_fd_sc_hd__inv_1 140, sky130_fd_sc_hd__ha_1 370
sky130_fd_sc_hd__or4b_4 600, sky130_fd_sc_hd__a221oi_4 340, sky130_fd_sc_hd__and3_1 420, sky130_fd_sc_hd__nor4_1 110
sky130_fd_sc_hd__a211o_1 320, sky130_fd_sc_hd__nor4_4 340, sky130_fd_sc_hd__a211oi_1 180, sky130_fd_sc_hd__nor2_2 260
sky130_fd_sc_hd__mux2_2 360
Power is estimated from default activity; no workload was simulated.
